`config.mk`:
```
export PLATFORM = sky130hd
export DESIGN_NAME = fpalu_verify
export DESIGN_NICKNAME = fpalu_verify
export VERILOG_FILES = /design/flow/design.v
export SDC_FILE = /design/flow/constraint.sdc
export NUM_CORES = 4
export LEC_CHECK = 1
export CORE_UTILIZATION = 30
```
`design.v`:
```
module fpalu_verify(input [31:0]a_in,b_in,input op,output reg [31:0]result_model_tb,output reg overflow_model_tb);
reg enable;
always@(*) 
begin
verification_model (a_in,b_in,op,result_model_tb,overflow_model_tb);
end
task  verification_model;
input [31:0] a_in, b_in;
input op;
output reg [31:0] result_task;
output reg overflow;
begin
if(op == 0)
    calculateadd (a_in, b_in, result_task,overflow);
else
    calculatemulti(a_in,b_in,result_task,overflow);
end
endtask
task calculateadd (input [31:0] x, y, output [31:0] sum, output overflow);
reg sa, sb, isexception;
reg [7:0] ea, eb;
reg [24:0] ma, mb;
reg of;
reg [31:0] res;
begin
split (x, y, sa, sb, ea, eb, ma, mb);
exception_adder (x, y, sa, sb, ea, eb, ma, mb, isexception, of, res);
if (!isexception)
begin
	add_normal(x, y, sa, sb, ea, eb, ma, mb, overflow, sum);
end
else
begin
	if (res[30:23]>= 255) begin
	overflow = 1;
	end
	else begin
	overflow = 0;
	end
sum=res;
end
end
endtask
task calculatemulti (input [31:0] x, y, output [31:0] product, output overflow_multi);
reg sa, sb, isexception;
reg [7:0] ea, eb;
reg [24:0] ma, mb;
reg of;
reg [31:0] res;
begin
of=0;
res=0;
split (x, y, sa, sb, ea, eb, ma, mb);
exception_multi (x, y, sa, sb, ea, eb, ma, mb, isexception,of,res);
if (!isexception)
begin
	multi_normal(sa, sb, ea, eb, ma, mb, overflow_multi,product);
end
else
begin
	product=res;
	overflow_multi=of;
end
end
endtask
task split;
input [31:0] a_in, b_in;
output reg sa,sb;
output reg [7:0] ea,eb;
output reg [24:0] ma,mb;
begin
        sa = a_in[31];
        sb = b_in[31];
        ea = a_in[30:23];
        eb = b_in[30:23];
        ma = {2'b01,a_in[22:0]};  
        mb = {2'b01,b_in[22:0]};
end
endtask
task exception_adder;
input [31:0] a_in, b_in;
input sa,sb;
input [7:0] ea,eb;
input [24:0] ma,mb;
output reg isexception, overflow_model;
output reg [31:0] result_model; 
reg sr;
reg [7:0] er;
reg [22:0] mr;
begin
	isexception = 0;
        if ((ea == 255 && ma[22:0] != 0) || (eb == 255 && mb[22:0] != 0)) begin
                sr = 1;
                er = 255;
                mr[22]= 1;
                mr[21:0] = 0;
                result_model = {sr, er, mr[22],mr[21:0]};
                overflow_model = 1;
                isexception = 1;
                end
        else if(ea == 255 && ma[22:0] == 0) begin
                sr = sa;
                er = 255;
                mr = 0;
                result_model = {sr, er, mr};
                overflow_model = 1;
                isexception = 1;
                end
        else if(eb == 255 && mb[22:0] == 0) begin
                sr = sb;
		er = 255;
                mr = 0;
                result_model = {sr, er, mr};
                overflow_model = 1;
                isexception = 1;
                end
        else if ( a_in ==32'b0) begin
                sr = sb;
                er = eb;
                mr = b_in[22:0];
                result_model = {sr, er, mr};
                overflow_model = 0;
                isexception = 1;
                end
        if ( b_in ==32'b0) begin
                sr = sa;
                er = ea;
                mr = a_in[22:0];
                result_model = {sr, er, mr};
                overflow_model = 0;
                isexception = 1;
                end
end
endtask
task exception_multi;
input [31:0] a_in, b_in;
input sa,sb;
input [7:0] ea,eb;
input [24:0] ma,mb;
output reg isexception, overflow_model;
output reg [31:0] result_model; 
reg sr;
reg [7:0] er;
reg [22:0] mr;
begin
	isexception = 0;
	if ( (a_in ==0)||( b_in ==0)) begin
                result_model = 0;
                overflow_model=0;
                isexception = 1;
                end
	else if (((a_in[30:23]==8'b11111111)&&(a_in[22:0]==0))|((b_in[30:23]==8'b11111111)&&(b_in[22:0]==0))) begin
                sr = 0;
                er = 8'b1111_1111;
                mr = 0;
                result_model = {sr, er, mr};
		overflow_model=0;
                isexception = 1;
                end
       else if((a_in[30:23]==8'b11111111)|(b_in[30:23]==8'b11111111))begin
                sr = 0;
                er = 8'b1111_1111;
		mr[22]=1'b1;
		mr[21:0]=0;
                result_model = {sr,er,mr};
		overflow_model=0;
                isexception = 1;
                end
	else 
	begin	
	if((a_in[30:23]+b_in[30:23]-8'd127)>255)
	begin
	result_model=0;
	overflow_model=1;
	isexception=1;
	end
	end
end
endtask
task add_normal; 
	input [31:0] a_in, b_in;
	input sa,sb;
	input [7:0] ea,eb;
	input [24:0] ma,mb;
	output reg overflow_model;
	output reg [31:0] result_model; 
		reg [24:0] mr;
		reg sr;
		reg [7:0] er;	
	integer i;
begin
begin : stage1
	reg [7:0] difference;
        if(ea > eb)
                begin
                er = ea;
                difference =  ea - eb;
                mb = mb >> difference;
                end
        else if(eb > ea)
                begin
                er = eb;
                difference = eb - ea;
                ma = ma  >> difference;
                end
        else begin
                er=ea;
                end
end
begin : stage2
        if (sa == sb)  
                begin
                sr = sa;
                mr = ma + mb;
                end
        if (sa != sb)  
                begin
                if (sa == 1'b1)  
                        begin
                        ma = (~ma) + 1'b1;  
                        mb = mb;
                        end
                else  
                        begin
                        mb = ~mb + 1'b1;  
                        ma = ma;
                        end
        mr = ma + mb;
        if (mr[24] == 1'b1)  
                begin
                mr = (~mr) + 1'b1;  
                sr = 1'b1;
                end
        else
		begin
                mr = mr;
                sr = 1'b0;
		end
end
end
begin
        if(mr[24] == 0 && mr[23] == 0 && er < 255 && er > 0) begin
                for(i=0;i<24;i=i+1)
                er = er - 1'b1;
                mr = mr << 1;
        end
        if ( mr[24] == 1 && mr[23] == 0 && er < 255 && er > 0) begin
                er = er + 1'b1;
                mr = mr >> 1;
        end
end
begin
if(mr[0] == 1 && er < 255 && er > 0) begin
        mr = mr + 1'b1;
        end
end
begin
if (er >= 255) begin
        overflow_model = 1;
        end
else begin
        overflow_model = 0;
        end
result_model = {sr,er,mr[22:0]};
end
end
endtask
task multi_normal; 
	input sa,sb;
	input [7:0] ea,eb;
	input [24:0] ma,mb;
	output reg overflow_model;
	output reg [31:0] product_model;
		reg of1,of2;
		reg [47:0]pm,p; 
		reg [8:0] pe,pe1,pe2;
		reg [23:0] a,b; 
		reg [24:0] pm1,pm2; 
begin
begin
	pe=ea+eb-8'd127;  
	product_model[31]=sa^sb;
	pm=ma*mb;	
end
begin
	if(pm[47]==1'b1)
		begin
		p=pm>>1; 
		pe1=pe+1'b1; 
		if(pe1[8])
		    begin
		    of1=1'b1;        
		    end
		else
			begin
			of1=1'b0;
			end
		end
	else 
	 begin
        p=pm;
	pe1=pe;
        end
end
begin
	if(p[22]==1'b1)  
	    begin
	    pm1=p[47:23]+1'b1;
	    end 
	else 
	    begin
	    pm1=p[47:23];
	    end
end
begin 
		if(pm1[24]==1'b1)
		begin
			pm2=pm1>>1;
			pe2=pe1+1'b1;
			if(pe2[8])
		        begin
		        of2=1'b1;        
		        end
			else
			begin
			of2=1'b0;
			end
		end
		else
		begin
		pm2=pm1;
            	pe2=pe1;    
	        end
end
begin
	if(of1||of2)
		begin
		product_model=0;
		overflow_model=1;
		end
	else
		begin
		product_model[30:23]=pe2[7:0];
		product_model[22:0]=pm2;
		overflow_model=0;						
		end
end
end
endtask
endmodule 
```
`constraint.sdc`:
```
current_design fpalu_verify

set clk_period 77.0
set clk_io_pct 0.2

create_clock -name clk0 -period $clk_period

set non_clock_inputs [all_inputs -no_clocks]
set_input_delay [expr $clk_period * $clk_io_pct] -clock clk0 $non_clock_inputs
set_output_delay [expr $clk_period * $clk_io_pct] -clock clk0 [all_outputs]
```
`run.sh`:
```
#!/bin/bash
# OpenROAD 26Q1-2900-gdf79404cd8, Yosys 0.63+post, stock flow scripts
make -C /OpenROAD-flow-scripts/flow DESIGN_CONFIG=/design/flow/config.mk WORK_HOME=/design/flow/orfs finish
```
==> summary.txt <==
The following summarizes the physical implementation.

Outcome
The run finished with clean final reports.

Logic synthesis
The cell count after synthesis came out at between 4,000 and 5,000. The area fraction in full adders, half adders and majority gates is 0.417. For this run, the register share of the synthesized area comes to 0. Per the post-synthesis stats, the area per cell is 7.70 µm².

The biggest combinational cell group after synthesis is adder cells. The synth_stat.txt file lists the number of cells as 4,020. Summing every instance area after synthesis gives 31,000 µm². The total number of yosys warnings is 1.

The simple logic cell fraction of the synthesized area is 0.217. Per the synthesis report, the XOR/XNOR share of the synthesized area is 0.0537. The cell-mix breakdown from Yosys lists the compound-gate area share as 0.162. In this run, distinct cell masters in the synthesized netlist total about 110. Of the post-synthesis cell area, the part taken by muxes is 0.0457. For this run, the chip area from Yosys synthesis comes to 31,000 µm².

Final layout
The register cell area after layout is 0 µm². The fraction of layout cells with a size suffix above 1 is 0.0483. The fraction of the core area covered by cells at the end of the flow is 0.328.

The layout has 10,800 filler cells. Compared with the post-synthesis result, the final layout area differs by 8.20%. The post-layout instance count excluding filler cells is 5,348.

The final-layout clock buffer total is 0. The final design instance area without fill is 33,500 µm². The sequential cell count of the final layout is 0.

Critical path
By instance count, the cell type seen most on the critical path is sky130_fd_sc_hd__mux2i_1. The arrival time of the worst setup path is 29.56 ns. The setup path with the least slack is of type primary input to primary output. The cell at the slowest stage of the critical path is sky130_fd_sc_hd__nor4_2.

The kind of launch point of the worst setup path is a primary input. Among all stages on the critical path, the maximum delay recorded is 0.81 ns. According to the timing report, the critical path is captured at result_model_tb[21]. The critical path launch point is a_in[30]. The data required time of the worst path is between 60 and 70 ns. The critical path endpoint category is a primary output. Per the timing report, the biggest fanout along the worst path comes to 62.

Routing
The routed layout has roughly 29,000 vias. The DRC violation count after routing is 0. The iteration count recorded for the first detailed-route pass is 6.

Summed over all layers, the routed wires come to between 100,000 and 150,000 µm. In the routed layout, each cell is associated on average with a via count of 5.36. For this sky-water flow run, the detailed-routed wirelength per cell is reported as 21.2 µm.

The number of nets with antenna violations after routing is 0. After the first detailed-routing iteration, the DRC count stood at between 2,000 and 2,500.

Timing
Setup repair after global routing left no endpoint under its margin. Timing would allow up to 0.0222 GHz. The final tally of setup violations is 0. Subtracting the final worst setup slack from the clock period gives 44.96 ns.

The total negative setup slack is 0 ns. The pin slew with the least headroom to its limit is 1.14 ns. Checking max transition, the worst relative margin is 0.236. The count of pins over their slew limit is 0. In the finished design, the share of the clock period the worst path needs comes to 0.584. The final hold violation count recorded for this run is 0.

Clock network
The hold buffer count at CTS is 0. After clock tree synthesis, the repair step resized 0 gates. The number of buffers added for setup after CTS is 0.

Floorplan
The die height is 323 µm. The die outline width is between 300 and 400 µm. The floorplan utilization is 0.303. In this run the standard cell core region covers 102,000 µm².

According to the floorplan report, the total die area is 104,000 µm². 98 I/O pins were placed. The number of rows in the core area is 117.

Global route
The first global-routing pass estimated 175,000 µm of wire. Summed over all layers, the global routing overflow is 0. The number of antenna violations at the first check in global routing came to 5. The via count of the first global-routing pass is just under 30,000. The global router's overall resource usage is 0.228. The pin count of the biggest net entering global routing is approximately 63.

Placement
The placed instances occupy a cell area of 33,500 µm². The placement report lists the number of port buffers as 98. The wire-length estimate of the detail-placed layout is 84,500 µm. The final weighted congestion in routability-driven placement is 0.986. The count of placed standard cells including taps is 5,347.

Min path
The type of the tightest min-delay check is primary input to primary output. The origin of the worst min-delay path is op.

Flow run
The run reported a max-capacitance violation count of 0. The number of logged tool warnings is 50.
[area by class of cell]
cell class                 count  area, µm²  area share
timing repair buffer         196       1710      0.0511
tap                         1368       1710      0.0511
multi-input combinational   3168      27800       0.829
inverter                     615       2310      0.0689
antenna                        1       2.50   0.0000747
[critical path, delay by kind of cell]
kind,cells,cell delay (ns)
AND/OR/NAND/NOR,14,4.17
AND-OR/OR-AND,16,3.81
buffers and inverters,7,2.49
multiplexers,6,2.38
adder cells (fa/ha/maj),2,0.70
XOR/XNOR,3,0.54
[worst min-delay path by stage]
stage / endpoint / cells after the start
after CTS: result_model_tb[30] / 5
after global routing: result_model_tb[30] / 5
final: result_model_tb[30] / 5
[placed cells by master, fill, tap and decap left out, types with 33 or more instances in the layout]
cell type / count
sky130_fd_sc_hd__ha_1: 255
sky130_fd_sc_hd__xnor2_1: 125
sky130_fd_sc_hd__a31oi_1: 33
sky130_fd_sc_hd__nor3_1: 82
sky130_fd_sc_hd__mux2i_1: 66
sky130_fd_sc_hd__o21ai_0: 144
sky130_fd_sc_hd__nand4_1: 38
sky130_fd_sc_hd__nor2_1: 220
sky130_fd_sc_hd__fa_1: 486
sky130_fd_sc_hd__nand2_1: 564
sky130_fd_sc_hd__buf_4: 98
sky130_fd_sc_hd__clkdlybuf4s50_1: 97
sky130_fd_sc_hd__xor2_1: 61
sky130_fd_sc_hd__a21o_1: 59
sky130_fd_sc_hd__a21oi_1: 157
sky130_fd_sc_hd__nand3_1: 79
sky130_fd_sc_hd__inv_1: 613
sky130_fd_sc_hd__and2_1: 228
[Yosys cell counts (all sizes together) (70+ instances only)]
master    n  area [µm²]
o21ai   148         759
clkbuf  193         724
ha      255        3190
mux2i    70         721
inv     614        2300
a21oi   159         807
xnor2   125        1090
fa      486        9730
nor2    221         832
and2    228        1430
nand2   565        2120
nor3     82         410
nand3    80         405
[logic make-up after synthesis]
family / Yosys count
multiplexers: 109
adder cells (fa/ha/maj): 741
AND/OR/NAND/NOR: 1399
XOR/XNOR: 188
buffers and inverters: 852
AND-OR/OR-AND: 731
[through the flow]
step	hold WS, ns	setup WS, ns
floorplan	30.96	35.39
global placement	32.05	32.48
detailed placement	32.06	32.33
CTS	32.06	32.28
global route	32.11	31.05
finish	32.06	32.04
[per-layer routing]
| layer | GRT usage | vias up | share of wire |
|---|---|---|---|
| met1 | 0.306 | 13900 | 0.41 |
| li1 | - | 13200 | - |
| met3 | 0.0767 | 238 | 0.10 |
| met2 | 0.355 | 1336 | 0.45 |
| met5 | 0 | - | 0.00041 |
| met4 | 0.0655 | 8 | 0.036 |
